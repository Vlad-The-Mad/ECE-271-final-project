==> flow/design.v <==
module control_matrix (
                      input logic clock,
                      input logic start,
                      input logic [3:0] opcode,
                      input logic branch_flag,
                      input logic [1:0]state,
                      output logic [4:0] alternate_read,
                      output logic [4:0] alt_write,
                      input logic LT_flag,
                      output logic [1:0] alu_control,
                      output logic [0:0] extender_reset,
                      output logic [0:0] state_machine_reset,
                      output logic [0:0] PC_EN,
                      output logic [0:0] PC_reset,
                      output logic [0:0] reset_reg_file,
                      output logic [0:0] read_1EN,
                      output logic [0:0] read_2EN,
                      output logic [0:0] reg_file_wrEN,
                      output logic [0:0] EN_mem_add,
                      output logic [0:0] mem_add_reset,
                      output logic [0:0] RAM_wrEN,
                      output logic [0:0] read_rddisEN,
                      output logic [0:0] EN_output,
                      output logic [0:0] output_reset,
                      output logic [0:0] ten_branch,
                      output logic [0:0] LT_state,
                      output logic [0:0] PC_or_read_mem,
                      output logic [0:0] PC_in_op,
                      output logic [0:0] lineb_ex,
                      output logic [0:0] alu_linea,
                      output logic [0:0] Altsel,
                      output logic [0:0] Altwrsel
                      );
            reg less_than_flag;  
            reg [3:0] opcode_store;
always @ (*) begin
  ten_branch <= branch_flag;
  LT_state <= less_than_flag;
  if (start == 1) begin
     reset_reg_file <= 0;
     read_rddisEN <= 0;
     state_machine_reset <= 0;
     PC_EN <= 1;
     PC_reset <= 1;
  end
  else if (state == 0) begin  
     alu_control <= 2'b00;
     extender_reset <= 0;
     read_1EN <= 0;
     read_2EN <= 0;
     reg_file_wrEN <= 0;
     EN_mem_add <= 0;
     mem_add_reset <= 0;
     RAM_wrEN <= 0;
     read_rddisEN <= 0;
     EN_output <= 0;
     output_reset <= 0;
     ten_branch <= 0;
     LT_state <= 0;
     PC_or_read_mem <= 0;
     PC_in_op <= 0;
     lineb_ex <= 0;
     alu_linea <= 0;
     less_than_flag <= 0;
     Altsel <= 0;
     Altwrsel <= 0;
     alt_write <= 0;
     alternate_read <= 0;
     PC_EN <= 1;
     PC_reset <= 0;
     opcode_store <= opcode;
     end
  else if (state == 1) begin
    PC_EN <= 0;
    mem_add_reset <= 1;
    output_reset <= 1;
    end
  case (opcode_store)
  4'b0000: begin  
            if (state == 1) begin
              read_1EN <= 1;
              Altsel <= 1;
              alternate_read <= 4'd4;
              EN_output <= 1;
              end
          end
  4'b0001: begin PC_in_op <= 1;  
        end
  4'b0010: begin  
            if (state == 1) begin
              Altsel <= 1;             
              alternate_read <= 4'd2; 
              read_1EN <= 1;
              PC_or_read_mem <= 1;
              lineb_ex <= 1;
            end
            else if (state == 2) begin
              PC_or_read_mem <= 1;
              alt_write <= 4'd1; 
              Altwrsel <= 1; 
              read_rddisEN <= 1;  
            end
            else if (state == 3) begin
              reg_file_wrEN <= 1;
            end
        end
  4'b0011: begin  
            if (state == 1) begin
              Altsel <= 1;
              alternate_read <= 4'd2;
              read_1EN <= 1;
              lineb_ex <= 1;
            end
            else if (state == 2) begin
            EN_mem_add <= 1;
            end
            else if (state == 3) begin
            EN_mem_add <= 0;
              alternate_read <= 4'd3;  
              alu_linea <= 1;
              RAM_wrEN <= 1;
            end
        end
  4'b0100: begin  
          if (state == 1) begin
            read_2EN <= 1;
            Altsel <= 1;
            alternate_read <= 0;
          end
          if (state == 2) begin
            reg_file_wrEN <= 1;
          end
        end
  4'b0101: begin  
          if (state == 1) begin
            alu_control <= 2'b01;
            read_1EN <= 1;
            read_2EN <= 1;
          end
          else if (state == 2) begin
            LT_state <= less_than_flag;
          end
          else if (state == 2) begin
            ten_branch <= branch_flag;  
          end
        end
  4'b0110: begin alu_control <= 00; 
            if (state == 1) begin
              read_1EN <= 1;
              read_2EN <= 1;
            end
            else if (state == 2) begin
              Altwrsel <= 1;
              alt_write <= 4'd4;
              reg_file_wrEN <= 1;
            end
            else if (state == 3) begin
              reg_file_wrEN <= 0;
            end
        end
  4'b0111: begin alu_control <= 01; 
            if (state == 1) begin
              read_1EN <= 1;
              read_2EN <= 1;
            end
            else if (state == 2) begin
              Altwrsel <= 1;
              alt_write <= 4'd4;
              reg_file_wrEN <= 1;
            end
            else if (state == 3) begin
              reg_file_wrEN <= 0;
            end
        end
  default: begin
                 alu_control <= 2'b00;
                 extender_reset <= 0;
                 read_1EN <= 0;
                 read_2EN <= 0;
                 reg_file_wrEN <= 0;
                 EN_mem_add <= 0;
                 mem_add_reset <= 0;
                 RAM_wrEN <= 0;
                 read_rddisEN <= 0;
                 EN_output <= 0;
                 output_reset <= 0;
                 ten_branch <= 0;
                 LT_state <= 0;  
                 PC_or_read_mem <= 0;
                 PC_in_op <= 0;
                 lineb_ex <= 0;
                 alu_linea <= 0;
                 less_than_flag <= 0;
                 Altsel <= 0;
                 Altwrsel <= 0;
                 alt_write <= 0;
                 alternate_read <= 0;
                 end
    endcase
end
endmodule
==> flow/run.sh <==
#!/bin/bash
# OpenROAD 26Q1-2900-gdf79404cd8, Yosys 0.63+post, stock flow scripts
make -C /OpenROAD-flow-scripts/flow DESIGN_CONFIG=/design/flow/config.mk WORK_HOME=/design/flow/orfs finish
==> flow/config.mk <==
export PLATFORM = sky130hd
export DESIGN_NAME = control_matrix
export DESIGN_NICKNAME = control_matrix
export VERILOG_FILES = /design/flow/design.v
export SDC_FILE = /design/flow/constraint.sdc
export NUM_CORES = 4
export LEC_CHECK = 1
export CORE_AREA = 10 10 112 112
export DIE_AREA = 0 0 122 122
==> flow/constraint.sdc <==
current_design control_matrix

set clk_period 3.1
set clk_io_pct 0.2

create_clock -name clk0 -period $clk_period

set non_clock_inputs [all_inputs -no_clocks]
set_input_delay [expr $clk_period * $clk_io_pct] -clock clk0 $non_clock_inputs
set_output_delay [expr $clk_period * $clk_io_pct] -clock clk0 [all_outputs]
==> impl_metrics.py <==
# Flow results
metrics = {
    "run_status": {
        "status": "completed",
    },
    "floorplan": {
        "fp.dieH_um": 122,
        "core_util_floorplan": 0.133,
        "ios": 44,
        "die_width_um": 122,
        "core_um2": 10200,
        "fp.dieArea_um2": 14900,
        "rows": 37,
    },
    "finish": {
        "syn_to_final_growth_pct": 36.5,
        "fill_cells": 1147,
        "final_util": 0.181,
        "final-comb-area_um2": 704,
        "final_cell_mix": "clkdlybuf4s50_1 (40), dlxtn_1 (31), nor2_1 (21)",
        "layout.cells.non_filler": 341,
        "layout-drive-gt1-share": 0.0732,
        "lay_top_count": "clkdlybuf4s50_1",
        "flop_area_um2": 526,
    },
    "final_timing": {
        "fmax_mhz": 363,
        "rsz0062_at_grt": "no",
        "slew_headroom": 0.437,
        "timing.hold.ws_ps": 2200,
        "hold_violations": 0,
        "period_needed_ps": 2760,
        "unclocked_regs": 35,
        "setup_viol_count_final": 0,
        "setup_tns_ps": 0,
        "unconstrained_endpoints": 65,
        "post-route-period-util": 0.889,
        "tightest_slew_ps": 845,
        "drv_slew": 0,
    },
    "drt": {
        "ant_nets": 0,
        "finalWirelength_mm": 4.05,
        "drt-initial-drc-count": 122,
        "route.vias.total": 1281,
        "viasPerCell": 3.76,
        "first_pass_iters": 4,
        "wire_per_inst_um": 11.9,
        "antennaDiodeCount": 0,
        "route.detailed.drc": 0,
    },
    "logic_synthesis": {
        "mux_share": 0.00737,
        "aoi_share": 0.256,
        "syn_inst": 176,
        "syn_area_um2": 1360,
        "ys_cells": 176,
        "top_area_cell": "dlxtn_1",
        "synth.avg_cell_area_um2": 7.71,
        "synth_cell_type_count": 45,
        "synth.top_cell.area_share": 0.343,
        "topCombFamilyByArea": "AND-OR/OR-AND gates",
        "ys_sh_simple": 0.250,
        "ys.flops": 35,
        "ys_sh_xor": 0,
        "ys_warn_count": 58,
        "ys_area_um2": 1360,
        "ys_sh_adder": 0,
        "ys_top_cells_by_area": "dlxtn_1 (34%), a21oi_1 (5.9%), nor2_1 (5.8%)",
    },
    "placed_design": {
        "io_buffers": 40,
        "place_hpwl_mm": 3.32,
        "gp_congestion": 0.857,
        "dpl.cell_count": 341,
    },
    "job": {
        "maxCapViolCount": 0,
        "warning_count": 34,
    },
    "power": {
        "power_density_nw_per_um2": 44.3,
        "p_leak_nw": 0.717,
        "ir_drop_mv": 0.0534,
    },
    "clock_tree": {
        "ctsHoldBuffers": 0,
        "cts_resized": 0,
        "cts_setup_buffers": 0,
    },
    "setup_path": {
        "arrival_ps": 2140,
        "path_class": "input pin to primary output",
        "critPathRequiredTime_ps": 2480,
        "cp-end-kind": "primary output",
        "critPathLaunchType": "input pin",
        "crit_fanout": 12,
    },
    "global_routing": {
        "antenna_found_initial": 0,
        "grt_max_degree": 22,
        "grt_pass1_wl_mm": 6.51,
        "grtUsageTotal": 0.0533,
        "grt-ovfl-total": 0,
        "first_global_vias": 1148,
    },
    "hold_path": {
        "min_path_type": "input pin to primary output",
    },
}
## cell families (layout without fill, tap and decap cells)
| family | after synthesis | after routing |
|---|---|---|
| mux | 1 | 1 |
| simple gates | 66 | 66 |
| other cells | 1 | 2 |
| compound gates | 50 | 50 |
| latches | 35 | 35 |
| buf+inv | 23 | 51 |
## state kept, by name (all words and copies together), names as in the netlist, 2 cells and up
signal / flops
opcode_store: 4
alu_control: 2
alternate_read: 5
alt_write: 5
## path summary, 6_finish.rpt
path / from / endpoint / slack, ps / cells after the start
setup / recovery: state[0] / ten_branch[0] / 340 / 4
hold / removal: branch_flag / ten_branch[0] / 2200 / 3
## through the flow
step | setup slack (ps) | area [um2] | power (W)
global placement | 342 | 1850 | 0.0000817
CTS | 335 | 1850 | 0.0000828
floorplan | 1100 | 1360 | 0.0000581
finish | 343 | 1850 | 0.0000820
global route | 284 | 1850 | 0.0000908
detailed placement | 335 | 1850 | 0.0000824
## cells in the mapped netlist (all sizes together)
library cell / instances
or3: 2
clkbuf: 1
o31ai: 1
nand3: 4
a22oi: 3
a211oi: 1
a21boi: 1
a22o: 1
and2: 6
nand2: 14
mux2i: 1
conb: 1
dlxtn: 31
dlxtp: 4
a32o: 5
nor2b: 2
nand2b: 5
or2: 2
a32oi: 1
and3: 4
and2b: 1
buf: 14
nor2: 21
a21o: 2
a31oi: 4
o2bb2ai: 1
a21oi: 17
nor4: 1
o21ai: 9
nor3: 4
a2111oi: 1
a31o: 1
o211ai: 1
inv: 8
o311ai: 1
## layout make-up
class / count / share of cell area
repair buffers: 43 / 0.228
flip-flops and latches: 35 / 0.284
multi-input cells: 119 / 0.380
well taps: 136 / 0.0918
inverters: 8 / 0.0162
## where the power goes
group          internal [W]   total, W  switching, W
logic             0.0000295  0.0000641     0.0000346
registers         0.0000147  0.0000179    0.00000318
clock network             0          0             0
total             0.0000442  0.0000820     0.0000378
## worst max-delay path: stages
cell	delay [ps]
clkdlybuf4s50_1	420
or3_4	480
and3_1	210
clkdlybuf4s50_1	400
## metal layers
| layer | global-route usage | up-vias | routed length, um |
|---|---|---|---|
| met5 | 0 | - | 0 |
| met4 | 0 | 0 | 0 |
| met3 | 0.0146 | 0 | 460 |
| met2 | 0.0750 | 53 | 1640 |
| met1 | 0.0834 | 556 | 1950 |
| li1 | - | 672 | - |
No activity file was given, so power comes from the tool's default toggle rates.
