==> /design/flow/design.v <==
module multiplexer4 #(parameter bus_size = 15)
                      (input logic [1:0] select,
                      input logic [bus_size:0] line_1,
                      input logic [bus_size:0] line_2,
                      input logic [bus_size:0] line_3,
                      input logic [bus_size:0] line_4,
                      output logic [bus_size:0] out);
always @ *
begin
  case (select)
  2'b00: out = line_1;
  2'b01: out = line_2;
  2'b10: out = line_3;
  2'b11: out = line_4;
  endcase
end
endmodule
==> /design/flow/run.sh <==
#!/bin/bash
# OpenROAD 26Q1-2900-gdf79404cd8, Yosys 0.63+post, stock flow scripts
make -C /OpenROAD-flow-scripts/flow DESIGN_CONFIG=/design/flow/config.mk WORK_HOME=/design/flow/orfs finish
==> /design/flow/config.mk <==
export PLATFORM = sky130hd
export DESIGN_NAME = multiplexer4
export DESIGN_NICKNAME = multiplexer4
export VERILOG_FILES = /design/flow/design.v
export SDC_FILE = /design/flow/constraint.sdc
export NUM_CORES = 4
export LEC_CHECK = 1
export CORE_AREA = 10 10 71 71
export DIE_AREA = 0 0 81 81
==> /design/flow/constraint.sdc <==
current_design multiplexer4

set clk_period 1.1
set clk_io_pct 0.2

create_clock -name clk0 -period $clk_period

set non_clock_inputs [all_inputs -no_clocks]
set_input_delay [expr $clk_period * $clk_io_pct] -clock clk0 $non_clock_inputs
set_output_delay [expr $clk_period * $clk_io_pct] -clock clk0 [all_outputs]
==> GITHUB_STEP_SUMMARY <==
## Synthesis and layout report

| Metric | Value |
|---|---|
| Gate count after technology mapping | 20 |
| Sequential cell count | 0 |
| Wire length of the first global-routing pass | 4110 um |
| Chip footprint | ~6600 um2 |
| Number of search-and-repair iterations in the first detailed-routing pass | 4 |
| OpenROAD warnings | 35 |
| Core region area | 3630 um2 |
| Most common cell in the synthesized netlist | sky130_fd_sc_hd__mux4_2 |
| Area after detailed placement | 1330 um2 |
| Crit path time final | 1290 ps |
| Number of clock buffers in the layout | 0 |
| Remaining Overflow, GRT | 0 |
| Post-synth design cell area | 424 um2 |
| Horiz. Die Dim | 81 um |
| Power share of the clock group | 0% |
| Final setup violation count | 16 |
| Detail-routed via count per cell | 4.09 |
| Number of distinct library cells after synthesis | 5 |
| Pin count of the biggest net entering global routing | 11 |
| Combinational group share of total power | 100.0% |
| Pin slew with the least headroom to its limit | 98.2 ps |
| Number of buffers inserted to repair setup after CTS | 0 |
| Initial antenna violation count | 0 |
| Per-cell routed wire length | between 15 and 20 um |
| Sequential group share of total power | 0% |
| Syn Area/Cell | 21.2 um2 |
| Share of the clock period used by the worst path after layout | 117% |
| Ratio of cells with drive above 1 in the final layout | 38.5% |
| Yosys top cell area share | between 50 and 60% |
| Final Hold Violation Tally | 0 |
| Switching power summed over all nets | 98.9 uW |
| Area of the multi-input gates | 360 um2 |
| Hold Crit Class | primary input to output pin |
| Switching share of total power | 25.7% |
| Post-Route WL | 2840 um |
| Number of core rows | 22 |
| Post-CTS Hold Buffers | 0 |
| PnR worst setup slack | -188 ps |
| Count of fill cells added during filler insertion | 410 |
| Max capacitance violation total | 0 |
| Diodes inserted | 0 |
| Number of cells in Yosys stat | 20 |
| Overall Power | just under 400 uW |
| Initial Utilization | a little under an eighth |
| Design internal power | 286 uW |
| Setup crit start kind | primary input |
| Remaining design rule violation count | 0 |
| PortBufs | just over 80 |
| Overall die height | slightly above 80 um |
| Violations in the final reports | setup timing |
| Critical Path RT | 880 ps |
| Hold Path Origin | line_4[14] |
| Largest fanout on the critical path | 5 |
| Global router's overall resource usage | ~8% |
| PwrDens | 324 nW/um2 |
| Max_slew headroom | between 90% and 100% |
| Kind of end point of the critical path | output pin |
| Dominant cells by area after synthesis | sky130_fd_sc_hd__mux4_2 53%, sky130_fd_sc_hd__mux4_1 37%, sky130_fd_sc_hd__buf_12 4.7%, sky130_fd_sc_hd__buf_6 2.7%, sky130_fd_sc_hd__buf_2 2.4% |
| Total via count in the routed design | just over 600 |
| Synth area leader | sky130_fd_sc_hd__mux4_2 |
| Max IR drop VDD | 0.000114 V |
| F_max | 777 MHz |
| Post-route design area | 1190 um2 |
| Area grow syn2layout | 180% |
| Run status | complete, but fails checks |
| Drt first-iter violations | 17 |
| Count of synthesis-stage warnings from yosys | 1 |
| Number of global-route vias before repair | 769 |
| Weighted congestion at the end of routability-driven global placement | 0.797 |
| Share of the yosys chip area belonging to registers | 0% |
| Category of the most critical setup path | primary input to output pin |
| Most numerous cell types in the synthesized netlist | 10 x sky130_fd_sc_hd__mux4_2, 6 x sky130_fd_sc_hd__mux4_1, 2 x sky130_fd_sc_hd__buf_2 |
| Boundary pin count | 82 |
| Max Slew Vio Count | 0 |
| Register area | 0 um2 |
| Post-synthesis chip area from yosys | between 400 and 500 um2 |
| RSZ-0062 raised after global routing | yes |
| Crit path arrival time | roughly 1100 ps |
| Beginning of the critical path | select[0] |
| Static leakage | 0.000564 uW |
| Antenna Violating Nets Remaining | 0 |
==> power by group through the flow <==
stage                 Combinational, uW  Sequential, uW  Clock, uW
after global routing                420               0          0
final                               385               0          0
after CTS                           392               0          0
==> metal layers <==
layer	share of wire [%]	wire (um)	global-route usage [%]
met1	33	930	8.46
met2	47	1330	14.2
met3	20	582	5.90
met4	0	0	0
met5	0	0	0
==> per-stage QoR <==
stage | setup slack, ps | util, % | std cells | setup TNS (ps) | hold slack (ps)
after floorplan | -28.0 | - | 20 | -280 | 599
after global placement | -1030 | 36.5 | 151 | -16190 | 1560
after detailed placement | -1060 | 36.5 | 151 | -16440 | 1560
after CTS | -198 | 32.6 | 152 | -2890 | 935
after global routing | -219 | 32.7 | 152 | -3190 | 946
final | -188 | 32.7 | 152 | -2690 | 930
==> cell usage in the layout, fill, tap and decap left out, drive strengths merged <==
cell           synthesis  final
buf                    4     23
clkbuf                 0      1
clkdlybuf4s15          0      1
dlygate4sd2            0     63
mux4                  16     16
==> path summary, 6_finish.rpt <==
| path | endpoint | slack (ps) | cells after the start |
|---|---|---|---|
| max | out[10] | -190 | 4 |
| min | out[14] | 930 | 3 |
==> area by class of cell <==
class,instances,share of cell area (%)
repair buffers,88,64.6
multi-input cells,16,30.3
well taps,48,5.05
==> worst max-delay path, stage by stage <==
cell and delay [ps]:
sky130_fd_sc_hd__buf_12 100, sky130_fd_sc_hd__buf_12 120, sky130_fd_sc_hd__mux4_2 490, sky130_fd_sc_hd__buf_2 130
==> kinds of logic after synthesis <==
kind of cell,count (synthesis),share of synthesized area (%)
muxes,16,90.3
buffers and inverters,4,9.73
==> timing repair <==
| action | 4_1_cts | 5_1_grt |
|---|---|---|
| resized | 130 | 4 |
| setup endpoints to repair | 16 | 16 |
| gates cloned | 1 | 0 |
Power and IR drop assume default switching activity.
