==> /design/flow/design.v <==
module ALU (input logic [1:0] ctrl,
						input logic [15:0] input_a,
						input logic [15:0] input_b,
						output logic LT,
            output logic [15:0] alu_result);
always @ (ctrl or input_a or input_b)
    case (ctrl)
    2'b00: alu_result = input_a + input_b;
    2'b01: alu_result = input_a - input_b;
    2'b10: alu_result = input_a & input_b;
    2'b11: alu_result = input_a | input_b;
  endcase
	assign LT = (ctrl == 01 & alu_result[15]);
endmodule
==> /design/flow/run.sh <==
#!/bin/bash
# OpenROAD 26Q1-2900-gdf79404cd8, Yosys 0.63+post, stock flow scripts
make -C /OpenROAD-flow-scripts/flow DESIGN_CONFIG=/design/flow/config.mk WORK_HOME=/design/flow/orfs finish
==> /design/flow/config.mk <==
export PLATFORM = sky130hd
export DESIGN_NAME = ALU
export DESIGN_NICKNAME = ALU
export VERILOG_FILES = /design/flow/design.v
export SDC_FILE = /design/flow/constraint.sdc
export NUM_CORES = 4
export LEC_CHECK = 1
export CORE_AREA = 10 10 87 87
export DIE_AREA = 0 0 97 97
==> /design/flow/constraint.sdc <==
current_design ALU

set clk_period 10.2
set clk_io_pct 0.2

create_clock -name clk0 -period $clk_period

set non_clock_inputs [all_inputs -no_clocks]
set_input_delay [expr $clk_period * $clk_io_pct] -clock clk0 $non_clock_inputs
set_output_delay [expr $clk_period * $clk_io_pct] -clock clk0 [all_outputs]
==> impl_report.txt <==
IMPLEMENTATION SUMMARY REPORT
----------------------------------------------------
[Status]
  Status ........................ completed

[Job]
  Total of max-cap violations ........................ 0
  Stage-log warning count ........................ 34

[Power and ir drop]
  Proportion of power drawn by flip-flops and latches ........................ 0%
  Switching power share of the total ........................ around 46%
  Combinational fraction of design power ........................ 100.0%
  Cell area power density ........................ 67.02 nW/um^2
  Net Switching ........................ between 0.06 and 0.07 mW
  Internal Power ........................ 0.07681 mW
  Static leakage power ........................ 0.8438 nW
  Fraction of power consumed by the clock network ........................ 0%
  Peak supply drop ........................ 0.02309 mV

[Synth]
  Post-Synth AOI/OAI Area ........................ approximately 29%
  Xor+xnor area frac ........................ 15.14%
  Share of synthesized cell area in full adder, half adder and majority cells ........................ 24.04%
  Synth Area in Simple Gates ........................ about a quarter
  Number of warnings reported in the yosys synthesis log ........................ 1
  Yosys synthesis chip area ........................ 1561 sq um
  Library cells used by synthesis ........................ 50
  Post-Syn Area per Cell ........................ 7.229 sq um
  Post-synthesis cell count ........................ around 220
  Area of the mapped netlist ........................ 1561 sq um
  Register area share after synthesis ........................ 0%
  Post-synthesis cell count from yosys ........................ 216
  Top comb family, area ........................ AND-OR/OR-AND gates
  MUX share of area ........................ 2.724%

[Layout]
  Comb gate area ........................ approximately 1500 sq um
  Layout cells sized above 1 ........................ 6.923%
  Synthesis-to-layout area growth ........................ 36.86%
  Most numerous logic cells after layout ........................ 51 x sky130_fd_sc_hd__clkdlybuf4s50_1, 23 x sky130_fd_sc_hd__nand2_1, 18 x sky130_fd_sc_hd__ha_1
  Area occupied by registers ........................ 0 sq um
  Count of flip-flops and latches ........................ 0
  Count of clock-net buffers in the final layout ........................ 0
  Fill count ........................ slightly below 600
  Final cell count without fillers ........................ 332
  Highest-count logic cell in the final layout ........................ sky130_fd_sc_hd__clkdlybuf4s50_1

[Placed design]
  Estimated wirelength of the detail-placed design ........................ 3.862 mm
  DP Cell Count ........................ about 330
  Weighted congestion at the end of routability-driven global placement ........................ 0.8833
  Number of input and output port buffers inserted ........................ 51

[Routing]
  Residual DRC ........................ 0
  Antenna cell count ........................ 0
  Overall routed net length ........................ 4.529 mm
  Vias/cell ........................ 5.045
  Initial DRT Pass Iterations ........................ 4
  Vias post-DR ........................ 1,675
  Iter 0 DRT Violations ........................ 60
  Post-detailed-route wirelength per cell ........................ 13.64 um
  Final antenna-violating net count ........................ 0

[Clock network]
  Post-CTS setup buffer count ........................ 0
  CTS resizes ........................ 0
  Hold Buf Count CTS ........................ 0

[Setup path]
  Req. time, crit path ........................ 8.16 ns
  Worst EP arrival ........................ about 6.3 ns
  Endpoint class of the critical path ........................ primary output
  CP max FO ........................ 20
  Kind of critical path ........................ input pin to primary output
  Startpoint type of the worst setup path ........................ input pin

[Global route]
  Initial antenna violation count ........................ 0
  Wire length of the first global-routing pass ........................ roughly 7.8 mm
  Pin count of the biggest net entering global routing ........................ 22
  Residual overflow from global routing ........................ 0
  GRT Resource Usage Total ........................ 9.282%
  Number of global-route vias before repair ........................ 1,685

[Final timing]
  Sum Neg Setup Slack ........................ 0 ns
  Final hold violations ........................ 0
  Actual transition at the worst max-transition pin ........................ roughly 0.85 ns
  Shortest period the worst path allows ........................ 8.371 ns
  Max Freq ........................ 0.1195 GHz
  Share of the clock period used by the worst path after layout ........................ 82.07%
  Fin. max-slew vios ........................ 0
  Slew margin rel. ........................ 43.34%
  RSZ-0062 raised after global routing ........................ false
  Count of endpoints failing setup in the final report ........................ 0

[Worst hold path]
  Kind of path behind the tightest hold check ........................ input pin to primary output

[Floorplanning]
  Floorplan utilization ........................ about 28%
  Area inside the core boundary ........................ 5642 sq um
  Total die size ........................ 9409 sq um
  Rows ........................ 27
  Die Height ........................ 97 um
  Width of the die ........................ 97 um
  Number of primary I/O pins ........................ 51

----------------------------------------------------
cell type report:
type	instances	area share [%]
Multi-Input combinational cell	197	69.61
Timing Repair Buffer	52	24.24
Tap cell	72	4.215
Inverter	11	1.932
metrics by stage:
stage          utilization [%]  total power [mW]  setup slack, ns  instance area (sq um)  hold WS [ns]
6_report                 37.88            0.1432            1.829                   2137         5.198
5_1_grt                  37.88            0.1597            1.498                   2137         5.347
4_1_cts                  37.88            0.1448            1.816                   2137         5.218
3_5_place_dp             37.88            0.1439            1.836                   2137         5.212
3_3_place_gp             37.88            0.1438            1.923                   2137         5.208
2_1_floorplan                -           0.08490            3.632                   1562         4.280
cells in the mapped netlist, types with 3 or more instances:
cell	number	area, sq um
sky130_fd_sc_hd__nand2_1	23	86.33
sky130_fd_sc_hd__ha_1	18	225.2
sky130_fd_sc_hd__a21oi_1	17	85.08
sky130_fd_sc_hd__xnor2_1	16	140.1
sky130_fd_sc_hd__nor2_1	15	56.30
sky130_fd_sc_hd__maj3_1	13	130.1
sky130_fd_sc_hd__o21ai_0	12	60.06
sky130_fd_sc_hd__inv_1	11	41.29
sky130_fd_sc_hd__xor2_1	11	96.34
sky130_fd_sc_hd__nor3_1	7	35.03
sky130_fd_sc_hd__o21ai_1	5	25.02
sky130_fd_sc_hd__o31ai_1	5	37.54
sky130_fd_sc_hd__clkbuf_1	4	15.01
sky130_fd_sc_hd__nand2b_1	4	25.02
sky130_fd_sc_hd__a21o_1	3	22.52
sky130_fd_sc_hd__a31oi_1	3	18.77
cell families after synthesis:
group / count (synthesis)
adder cells (fa/ha/maj): 32
AND-OR/OR-AND: 64
XOR/XNOR: 27
buffers and inverters: 19
AND/OR/NAND/NOR: 70
multiplexers: 4
per-layer routing:
metal / global-route usage, % / up-vias / wire [um]
met5: 0 / - / 0
met4: 0.2255 / 0 / 9
met3: 1.791 / 2 / 290
met2: 15.39 / 47 / 1957
met1: 12.73 / 740 / 2271
li1: - / 886 / -
worst max-delay path, cell delays in order:
cell,delay (ns)
sky130_fd_sc_hd__clkdlybuf4s50_1,1.02
sky130_fd_sc_hd__nor2b_1,0.57
sky130_fd_sc_hd__a21oi_1,0.12
sky130_fd_sc_hd__xnor2_1,0.16
sky130_fd_sc_hd__ha_1,0.33
sky130_fd_sc_hd__and2_4,0.19
sky130_fd_sc_hd__a221o_1,0.32
sky130_fd_sc_hd__a211oi_2,0.32
sky130_fd_sc_hd__a21oi_2,0.16
sky130_fd_sc_hd__nor3_1,0.13
sky130_fd_sc_hd__and3b_1,0.20
sky130_fd_sc_hd__nor4_2,0.25
sky130_fd_sc_hd__clkdlybuf4s50_1,0.50
power groups by stage:
stage / combinational, mW / sequential (mW) / clock [mW]
final: 0.143 / 0 / 0
after CTS: 0.145 / 0 / 0
after global routing: 0.160 / 0 / 0
final timing paths:
| kind | from | depth (start not counted) | end | slack (ns) |
|---|---|---|---|---|
| max | ctrl[0] | 13 | alu_result[15] | 1.83 |
| min | input_a[13] | 5 | alu_result[13] | 5.20 |
No activity file was given, so power comes from the tool's default toggle rates.
